### design/flow/config.mk
export PLATFORM = sky130hd
export DESIGN_NAME = comparator
export DESIGN_NICKNAME = comparator
export VERILOG_FILES = /design/flow/design.v
export SDC_FILE = /design/flow/constraint.sdc
export NUM_CORES = 4
export LEC_CHECK = 1
export CORE_AREA = 10 10 85 85
export DIE_AREA = 0 0 95 95
### design/flow/constraint.sdc
current_design comparator

set clk_period 6.4
set clk_io_pct 0.2

create_clock -name clk0 -period $clk_period

set non_clock_inputs [all_inputs -no_clocks]
set_input_delay [expr $clk_period * $clk_io_pct] -clock clk0 $non_clock_inputs
set_output_delay [expr $clk_period * $clk_io_pct] -clock clk0 [all_outputs]
### design/flow/run.sh
#!/bin/bash
# OpenROAD 26Q1-2900-gdf79404cd8, Yosys 0.63+post, stock flow scripts
make -C /OpenROAD-flow-scripts/flow DESIGN_CONFIG=/design/flow/config.mk WORK_HOME=/design/flow/orfs finish
### design/flow/design.v
parameter int DATA_WIDTH      = 8;
parameter int IFMAP_SIZE      = 256;
parameter int KERNEL_SIZE     = 3;
parameter int STRIDE          = 1;
parameter int PADDING         = 1;
parameter int NUM_CLASSES     = 10;
parameter int FC_BIAS_WIDTH   = 32;
parameter int FC_MAC_WIDTH    = 32;
parameter int CONV_OFMAP_SIZE       = (IFMAP_SIZE - KERNEL_SIZE + 2 * PADDING) / STRIDE + 1;
parameter int CONV_COUNTER_SIZE     = $clog2(CONV_OFMAP_SIZE);
typedef enum logic [1:0] {
    CONV_IDLE,
    CONV_PROCESS,
    CONV_DONE
} conv_state_t;
parameter int MAC_PRODUCT_COUNT     = KERNEL_SIZE * KERNEL_SIZE;
parameter int MAC_PRODUCT_WIDTH     = DATA_WIDTH << 1;
parameter int MAC_RESULT_WIDTH      = MAC_PRODUCT_WIDTH + $clog2(MAC_PRODUCT_COUNT);
parameter int POOL_OFMAP_SIZE       = CONV_OFMAP_SIZE >> 1;
parameter int POOL_PIXEL_COUNT      = POOL_OFMAP_SIZE * POOL_OFMAP_SIZE;
parameter int POOL_COUNTER_SIZE     = $clog2(POOL_OFMAP_SIZE);            
typedef enum logic [1:0] {
    POOL_IDLE,
    POOL_PROCESS,
    POOL_DONE
} pool_state_t;
typedef enum logic [1:0] {
    FC_IDLE,
    FC_PROCESS,
    FC_DONE
} fc_state_t;
parameter int FC_COUNTER_SIZE       = $clog2(POOL_PIXEL_COUNT);
parameter int FC_CLASS_COUNTER_SIZE = $clog2(NUM_CLASSES);
module comparator(
        input   logic [DATA_WIDTH-1:0] input1, input2, input3, input4,
        output  logic [DATA_WIDTH-1:0] max_val
    );
    logic [DATA_WIDTH-1:0] max_top, max_bottom;
    always_comb begin
        if (input1 > input2) begin
            max_top = input1;
        end else begin
            max_top = input2;
        end
        if (input3 > input4) begin
            max_bottom = input3;
        end else begin
            max_bottom = input4;
        end
        if (max_top > max_bottom) begin
            max_val = max_top;
        end else begin
            max_val = max_bottom;
        end
    end
endmodule
==> Changelog: implementation <==
### Metrics

- Outcome: finished clean
- Fin. max-slew vios: 0
- WP data required: 5120 ps
- IO buf count: around 40
- Die Y-Extent: 95 µm
- Io pins: roughly 40
- WS Path Type: in2out
- Setup TNS: 0 ps
- Distinct lib cells: 18
- Critical path launch point type: input pin
- Die W: between 90 and 100 µm
- Top fanout value on the critical path: 5
- FF+latch area: 0 µm²
- Gr ovfl total: 0
- WL final: roughly 2.6 mm
- First-iteration detailed-routing DRC count: 17
- CP Data Arrival Time: 4900 ps
- Core ar.: 5470 µm²
- Seq pwr share: 0
- Residual DRC: 0
- Hold Path Depth: 4
- Pin count of the biggest net entering global routing: 7
- Synthesized instance count: around 110
- Hold Startpoint: input2[1]
- Clock power share: 0
- Global-route wire length before repair: 4.00 mm
- Placement Cell Area: 1410 µm²
- GRT Total Usage: 0.0546
- Starting Density: 0.162
- RePlAce Congestion: 0.790
- Seq share, synth: 0
- Yosys warning total: 1
- Vias in the first global route: between 800 and 900
- Sw Share: 0.399
- Worst hold path type: in2out
- Die area: 9030 µm²
- Dpl hpwl: ~2.4 mm
- Finished Cell Area: 1480 µm²
- FP Rows: 27
- WHS: 3360 ps
- Sw Pwr: 0.0647 mW
- Relative slew slack: 0.819
- Yosys Instances: between 100 and 150
- Netlist Area Pre-Place: 886 µm²
- Area grow syn2layout: 67.1%
- Initial antenna violation count: 0
- Worst vdd rail ir drop: 0.0382 mV
- Share of post-route cells with drive strength above 1: 0.119
- Antenna-violating nets left: 0
- Pwr dens: 109 nW/µm²
- Static leakage: 0.762 nW
- Final Total Pwr: 0.162 mW
- Pint: about 0.1 mW
- Final Hold Fails: 0
- CP Capture Type: primary output
- Max Cap Viol: 0
- Combinational power share: 1.000
- Vias per Instance: 3.76
- # clk buffers: 0
- Final setup fails: 0
- YS chip area: 886 µm²
- Unrepaired setup endpoints after global routing: no
- Worst-Margin Slew: 265 ps
- Routed len/inst: 11.2 µm
- Tcrit/Tclk final: 0.965
- Mean Syn Cell Area: just over 8 µm²
- Vias: 869
- Log Warnings: 32
- Minimum clock period: 6180 ps
- Fmax: 162 MHz
- Hold endpoint: max_val[1]
- Diode count: 0
- Seq_cells: 0
- Drt pass-1 iters: 3
logic make-up after synthesis:
logic type	Yosys count	synth area share
AND-OR/OR-AND	23	0.196
buffers and inverters	26	0.110
multiplexers	24	0.271
adder cells (fa/ha/maj)	24	0.339
AND/OR/NAND/NOR	13	0.0833
final cells by class:
| type | instances | area, µm² |
|---|---|---|
| fillers | 585 | 3990 |
| inverters | 26 | 97.6 |
| repair buffers | 49 | 489 |
| well taps | 72 | 90.1 |
| multi-input cells | 84 | 803 |
synthesized netlist by cell type (all sizes together):
library cell	count	area [µm²]
inv	26	97.6
nand2	6	22.5
o21ai	5	28.8
a211oi	1	7.51
o31a	2	17.5
mux2i	24	240
o21bai	1	7.51
nand4	4	37.5
nor2	2	7.51
o22ai	1	12.5
a31oi	2	42.5
o211ai	1	7.51
ha	24	300
nor2b	1	6.26
a21oi	10	50.1
layout by cell type (no fill, tap or decap), types with 3 or more instances in the layout:
master / instances
a21oi_1: 10
buf_4: 7
clkdlybuf4s50_1: 38
ha_1: 24
inv_1: 26
mux2i_1: 20
mux2i_2: 4
nand2_1: 6
o21ai_1: 3
stage by stage:
| stage | worst slack, ps | util | std cells |
|---|---|---|---|
| finish | 223 | 0.270 | 231 |
| detailed placement | 107 | 0.257 | 226 |
| CTS | 107 | 0.257 | 226 |
| floorplan | 1290 | - | 110 |
| global placement | 169 | 0.257 | 226 |
| global route | 2.94 | 0.270 | 231 |
worst max-delay path by stage:
stage             start          to  slack [ps]
CTS           input2[3]  max_val[3]         110
global route  input2[1]  max_val[0]           3
finish        input2[3]  max_val[3]         220
critical path, stage by stage:
cell and delay, ps:
clkdlybuf4s50_1 470, inv_1 50, ha_1 310, nand4_2 140, o31a_1 290, a31oi_4 230
buf_12 150, mux2i_2 240, inv_1 70, ha_1 310, a211oi_1 210, o21bai_1 120
o22ai_2 150, buf_6 160, mux2i_1 210, clkdlybuf4s50_1 520
power by group through the flow:
stage	Sequential [mW]	Clock [mW]	Combinational [mW]
CTS	0	0	0.154
global route	0	0	0.182
finish	0	0	0.162
layer usage:
layer  track usage  wire, µm  vias to the layer above
met4             0         0                        0
met3        0.0200       217                        0
met1        0.0669      1170                      353
li1              -         -                      496
met2        0.0950      1190                       20
met5             0         0                        -
what timing repair did:
action / in CTS / in global routing
buffers inserted: 0 / 5
hold buffers: 0 / 0
setup endpoints to repair: 0 / 6
resized: 0 / 7
Power and IR drop assume default switching activity.
